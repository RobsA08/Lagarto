`design/flow/run.sh`:
```
#!/bin/bash
# OpenROAD 26Q1-2900-gdf79404cd8, Yosys 0.63+post, stock flow scripts
make -C /OpenROAD-flow-scripts/flow DESIGN_CONFIG=/design/flow/config.mk WORK_HOME=/design/flow/orfs finish
```
`design/flow/config.mk`:
```
export PLATFORM = sky130hd
export DESIGN_NAME = ExceptionHandler
export DESIGN_NICKNAME = ExceptionHandler
export VERILOG_FILES = /design/flow/design.v
export SDC_FILE = /design/flow/constraint.sdc
export NUM_CORES = 4
export LEC_CHECK = 1
export CORE_UTILIZATION = 50
```
`design/flow/constraint.sdc`:
```
current_design ExceptionHandler

set clk_period 11.9
set clk_io_pct 0.2

create_clock -name clk0 -period $clk_period [get_ports {clk}]

set non_clock_inputs [all_inputs -no_clocks]
set_input_delay [expr $clk_period * $clk_io_pct] -clock clk0 $non_clock_inputs
set_output_delay [expr $clk_period * $clk_io_pct] -clock clk0 [all_outputs]
```
`design/flow/design.v`:
```
module CSRFile (
    input             clk,
    input             rst,
    input      [11:0] csr_addr,        
    input      [31:0] csr_wdata,       
    input             csr_write,       
    input      [31:0] csr_set,         
    input             csr_set_valid,   
    input      [31:0] csr_clear,       
    input             csr_clear_valid, 
    output reg [31:0] csr_rdata,       
    output reg [31:0] mstatus,   
    output reg [31:0] mie,       
    output reg [31:0] mtvec,     
    output reg [31:0] mepc,      
    output reg [31:0] mcause,    
    output reg [31:0] mip        
);
    always @(posedge clk or negedge rst) begin
        if (!rst) begin
            mstatus <= 32'h0;
            mie     <= 32'h0;
            mtvec   <= 32'h0;
            mepc    <= 32'h0;
            mcause  <= 32'h0;
            mip     <= 32'h0;
        end else begin
            if (csr_write) begin
                case (csr_addr)
                    12'h300: mstatus <= csr_wdata;
                    12'h304: mie     <= csr_wdata;
                    12'h305: mtvec   <= csr_wdata;
                    12'h341: mepc    <= csr_wdata;
                    12'h342: mcause  <= csr_wdata;
                    12'h344: mip     <= csr_wdata;
                    default: ;
                endcase
            end
            else if (csr_set_valid) begin
                case (csr_addr)
                    12'h300: mstatus <= mstatus | csr_set;
                    12'h304: mie     <= mie     | csr_set;
                    12'h344: mip     <= mip     | csr_set;
                    default: ;
                endcase
            end
            else if (csr_clear_valid) begin
                case (csr_addr)
                    12'h300: mstatus <= mstatus & ~csr_clear;
                    12'h304: mie     <= mie     & ~csr_clear;
                    12'h344: mip     <= mip     & ~csr_clear;
                    default: ;
                endcase
            end
        end
    end
    always @(*) begin
        case (csr_addr)
            12'h300: csr_rdata = mstatus;
            12'h304: csr_rdata = mie;
            12'h305: csr_rdata = mtvec;
            12'h341: csr_rdata = mepc;
            12'h342: csr_rdata = mcause;
            12'h344: csr_rdata = mip;
            default: csr_rdata = 32'h0;
        endcase
    end
endmodule
module ExceptionHandler
#(  parameter CSR_ADDR_MSTATUS = 12'h300, 
    parameter CSR_ADDR_MIE     = 12'h304, 
    parameter CSR_ADDR_MTVEC   = 12'h305, 
    parameter CSR_ADDR_MEPC    = 12'h341, 
    parameter CSR_ADDR_MCAUSE  = 12'h342, 
    parameter CSR_ADDR_MIP     = 12'h344 )
(
    input  wire        clk,
    input  wire        rst,
    input  wire        exception,         
    input  wire        mret,              
    input  wire [31:0] mcause_in,         
    input  wire [31:0] pc_actual,         
    input  wire        csr_op_valid,      
    input  wire [2:0]  csr_op_type,       
    input  wire [11:0] csr_op_addr,       
    input  wire [31:0] csr_op_wdata,      
    output wire [31:0] csr_op_rdata,      
    output wire        csr_op_done,       
	 output reg [31:0] mtvec_vect_out,   
	 output reg [31:0] mepc_out,          
    output reg         exception_handling_flag  
);
    reg  [11:0] csr_addr;        
    reg  [31:0] csr_wdata;       
    reg         csr_write;       
    reg  [31:0] csr_set;         
    reg         csr_set_valid;   
    reg  [31:0] csr_clear;       
    reg         csr_clear_valid; 
    wire [31:0] csr_rdata;       
    wire [31:0] mstatus, mie, mtvec, mepc, mcause, mip;
    reg [31:0] csr_op_rdata_reg;    
    reg        csr_op_done_reg;
    assign csr_op_rdata = csr_op_rdata_reg;
    assign csr_op_done  = csr_op_done_reg;
    reg [1:0] prep_step;    
    reg       prep_done;    
    CSRFile u_csrfile (
        .clk            (clk),
        .rst            (rst),
        .csr_addr       (csr_addr),
        .csr_wdata      (csr_wdata),
        .csr_write      (csr_write),
        .csr_set        (csr_set),
        .csr_set_valid  (csr_set_valid),
        .csr_clear      (csr_clear),
        .csr_clear_valid(csr_clear_valid),
        .csr_rdata      (csr_rdata),
        .mstatus        (mstatus),
        .mie            (mie),
        .mtvec          (mtvec),
        .mepc           (mepc),
        .mcause         (mcause),
        .mip            (mip)
    );
    parameter  IDLE       = 3'b000,
               PREPARE    = 3'b001,
               HANDLE     = 3'b010,
               RESTORE    = 3'b011,
               CSR_ACCESS = 3'b100;
    reg [2:0] current_state, next_state;
    always @(posedge clk or negedge rst) begin
        if (!rst) 
            current_state <= IDLE;
        else     
            current_state <= next_state;
    end
    always @(*) begin
        case (current_state)
            IDLE: begin
                if (exception)
                    next_state = PREPARE;
                else if (csr_op_valid)
                    next_state = CSR_ACCESS;
                else
                    next_state = IDLE;
            end
            PREPARE:    next_state = prep_done ? HANDLE : PREPARE;
            HANDLE:     next_state = mret ? RESTORE : HANDLE;
            RESTORE:    next_state = IDLE;
            CSR_ACCESS: next_state = IDLE;
            default:    next_state = IDLE;
        endcase
    end
    always @(posedge clk or negedge rst) begin
        if (!rst) begin
            csr_addr         <= 12'h0;
            csr_wdata        <= 32'h0;
            csr_write        <= 1'b0;
            csr_set          <= 32'h0;
            csr_set_valid    <= 1'b0;
            csr_clear        <= 32'h0;
            csr_clear_valid  <= 1'b0;
            csr_op_rdata_reg <= 32'h0;
            csr_op_done_reg  <= 1'b0;
            exception_handling_flag <= 1'b0;
            prep_step        <= 2'd0;
            prep_done        <= 1'b0;
				mtvec_vect_out  <= 32'h0;    
            mepc_out        <= 32'h0;
        end else begin
            csr_addr         <= 12'h0;
            csr_wdata        <= 32'h0;
            csr_write        <= 1'b0;
            csr_set          <= 32'h0;
            csr_set_valid    <= 1'b0;
            csr_clear        <= 32'h0;
            csr_clear_valid  <= 1'b0;
            csr_op_rdata_reg <= 32'h0;   
            csr_op_done_reg  <= 1'b0;
				mtvec_vect_out  <= 32'h0;    
            mepc_out        <= 32'h0;
            prep_done        <= 1'b0;     
            case (current_state)
                PREPARE: begin
                    case (prep_step)
                        2'd0: begin
                            csr_addr  <= CSR_ADDR_MCAUSE;
                            csr_wdata <= mcause_in;
                            csr_write <= 1'b1;
									 mtvec_vect_out <= (mtvec[0])      ?    
                                              ({mtvec[31:2],2'b00} + (mcause_in << 2)) :
                                              {mtvec[31:2],2'b00};   
                            prep_step <= 2'd1;
                        end
                        2'd1: begin
                            csr_addr  <= CSR_ADDR_MEPC;
                            csr_wdata <= pc_actual;
                            csr_write <= 1'b1;
                            prep_step <= 2'd2;
									 mepc_out  <= pc_actual;
                        end
                        2'd2: begin
                            csr_addr  <= CSR_ADDR_MSTATUS;
                            csr_wdata <= { mstatus[31:8],         
                                           mstatus[3],            
                                           mstatus[6:4],          
                                           1'b0,                  
                                           mstatus[2:0] };        
                            csr_write <= 1'b1;
                            prep_step <= 2'd0;    
                            prep_done <= 1'b1;    
                        end
                    endcase
                end
                HANDLE: begin
                    exception_handling_flag <= 1'b1;
                end
                RESTORE: begin
                    exception_handling_flag <= 1'b0;
                    csr_addr  <= CSR_ADDR_MSTATUS;
                    csr_wdata <= { mstatus[31:8],
                                   1'b1,                  
                                   mstatus[6:4],
                                   mstatus[7],            
                                   mstatus[2:0] };
                    csr_write <= 1'b1;
                end
                CSR_ACCESS: begin
                    csr_addr <= csr_op_addr;
                    case (csr_op_type)
                        3'd1: begin                      
                            csr_write <= 1'b1;
                            csr_wdata <= csr_op_wdata;
                        end
                        3'd2: begin                      
                            csr_set_valid <= 1'b1;
                            csr_set       <= csr_op_wdata;
                        end
                        3'd3: begin                      
                            csr_clear_valid <= 1'b1;
                            csr_clear       <= csr_op_wdata;
                        end
                    endcase
                    if (csr_op_type == 3'd0)
                        csr_op_rdata_reg <= csr_rdata;
                    csr_op_done_reg <= 1'b1;  
                end
            endcase
        end
    end
endmodule
```
==> impl_metrics.ini <==
; yosys + openroad results
[detailed_routing]
viasPerCell = 6.16
drc = 0
num_vias = 13500
routed_wl_mm = 54.3
postRouteAntennaNets = 0
first_pass_iters = 7
drtIter0Drc = 1143
wire_per_inst_um = 24.7

[floorplan]
die_area_mm2 = 0.0362
core_mm2 = 0.0347
die_width_um = 190
placementRows = 68
num_io_pins = 214
fp_util = 0.510
fp.dieH_um = 190

[cells_and_area]
comb_area_mm2 = 0.00695
final_cell_area_mm2 = 0.0218
flop_area_mm2 = 0.0102
final_core_util = 0.627
drive_above_1_share = 0.126
final.fill_count = 2669
syn_to_final_growth_pct = 22.9

[worst_setup_path]
required_ns = 12.34
worstSetupPathType = in -> reg
r2r_end = mtvec_vect_out[28]$_DFF_PN0_
rrSetupSlack_ns = 8.58
cp-start-kind = input pin
cp_top_family = AND-OR/OR-AND gates
r2r_cells = 11
end_kind = flip-flop
critPathLaunch = mcause_in[0]
crit_chain = clkdlybuf4s50_1 > ha_1 > fa_1 > a211oi_1 > o21ai_0 > a22oi_1 > o21ai_1 > a211o_1 > a21o_1 > o211ai_1 > mux2i_1 > nand2_1
crit_fanout = 4
cp_slowest_cell = clkdlybuf4s50_1
critPathBufInv = 1
critical_path_arrival_ns = 5.64
critPathMaxStageDelay_ns = 0.48
r2r_start = u_csrfile.mtvec[2]$_DFFE_PN0P_

[timing]
slew_headroom = 0.412
hold_violations = 0
tns_ns = 0
fmax_mhz = 192
clock_skew_ns = 0.0169
setup_violations = 0
final_max_slew_viol_count = 0
whs_ns = 0.495
min_period_ns = 5.20
period_used_share = 0.437
tightest_slew_ns = 0.882
rsz0062_at_grt = false

[worst_hold_path]
min_from = u_csrfile.mepc[6]$_DFFE_PN0P_
hold_path.class = reg -> reg
hold_depth = 1
holdPathEnd = u_csrfile.mepc[6]$_DFFE_PN0P_

[pwr]
irDropWorstVdd_uv = 112
p_per_area_mw_per_mm2 = 133
p_leak_nw = 10.2

[place]
dpl_cell_area_mm2 = 0.0203
place.gp.congestion = 0.894
io_buffers = 211
dpl.hpwl_mm = 31.9

[grt]
grt_use_total = 0.325
grt_max_degree = 117
grt_overflow = 0
antenna_found_initial = 1
grt_pass1_vias = 13600
grt_pass1_wl_mm = 82.5

[synthesis]
synthCells = 1532
yosys.area.top_type_share = 0.574
edf_count = 0
synthesis.area_mm2 = 0.0177
ys_types = 64
synthArstFlopShare = 1.00
postSynthSeqShare = 0.577
avgSynthCellArea_um2 = 11.6
topCellsByArea = dfrtp_1, o21ai_0, mux2_2
synth_stat.cells = 1532
top_cells_by_count = dfrtp_1, o21ai_0, clkbuf_1
ys_warn_count = 2
synthFlopType = dfrtp_1
numSynthFlops = 408
synth.most_common_cell = dfrtp_1
ys_chip_area_mm2 = 0.0177
yosys.area.top_type = dfrtp_1

[clock_tree]
path_clk_slew_ns = 0.05
cts_tree = done
clock_path_buffers = 3
cts_made_buffers = 45
cts_resized = 0
clock-sinks = 408
cts_setup_buffers = 0
holdBufCountCts = 0
htreeDepth = 2
insertion_delay_ns = 0.55
cts-root-buf = clkbuf_16

[flow_run]
warning_count = 28
max_cap_viol_count = 0

[run_status]
outcome = finished, final reports clean
power by group:
part | internal [mW] | leakage [nW] | switching (mW)
combinational | 0.0437 | 3.79 | 0.0541
sequential | 1.39 | 5.68 | 0.000280
clock | 0.855 | 0.748 | 0.550
stage by stage:
step	instances	power (mW)	worst slack (ns)
floorplan	1533	1.43	7.13
global placement	2117	1.51	6.21
detailed placement	2117	1.51	6.22
CTS	2196	2.92	6.74
global route	2197	2.98	6.46
finish	2197	2.89	6.70
how the worst max path moves through the flow:
stage / slack (ns) / end / depth (start not counted)
after CTS: 6.74 / mtvec_vect_out[28]$_DFF_PN0_ / 12
after global routing: 6.46 / mtvec_vect_out[28]$_DFF_PN0_ / 12
final: 6.70 / mtvec_vect_out[28]$_DFF_PN0_ / 12
layout by cell type, fill, tap and decap left out, types with 10 or more instances in the layout:
cell	instances
and2_1	74
a22o_1	63
and3_1	35
clkdlybuf4s50_1	210
a222oi_1	64
a21o_1	21
o21ai_0	214
xnor2_1	13
a21oi_1	88
buf_4	31
nand2_1	31
mux2_2	89
dfrtp_1	402
mux2i_1	21
clkinv_2	10
a22oi_1	64
clkbuf_16	47
ha_1	29
inv_1	42
nor2_1	40
layout make-up:
type,instances,share of cell area
well taps,455,0.0262
flip-flops and latches,408,0.470
clock buffers,64,0.0607
inverters,42,0.00724
diodes,1,0.000115
multi-input cells,969,0.319
repair buffers,243,0.109
clock inverters,15,0.00822
layer usage:
layer | vias up | global-route usage | wire [um]
met5 | - | 0.0137 | 66
met4 | 2 | 0.0726 | 1420
met3 | 107 | 0.118 | 5530
met2 | 646 | 0.485 | 25200
met1 | 6741 | 0.479 | 22100
li1 | 6041 | - | -
cells by family (layout without fill, tap and decap cells):
logic type / Yosys count / after routing / share of synthesized area
compound gates: 551 / 551 / 0.205
flops: 408 / 408 / 0.577
simple gates: 247 / 247 / 0.0795
buf+inv: 156 / 364 / 0.0337
mux: 117 / 117 / 0.0729
fa+ha+maj: 30 / 30 / 0.0216
xor+xnor: 22 / 22 / 0.0109
other cells: 1 / 3 / 0.000212
Power is estimated from default activity; no workload was simulated.
